===== design/flow/design.v =====
module CountLeadingZeroes(dec, exp, mant, xBit);
    input [10:0] dec;
    output reg [2:0] exp;
    output reg [3:0] mant;
    output reg xBit;
    reg [3:0] num_zeroes;
    reg [10:0] temp;
    always @(*) begin
        num_zeroes = (dec[10]) ? 4'b0001 :  (dec[9]) ? 4'b0010 :  (dec[8]) ? 4'b0011 :  (dec[7]) ? 4'b0100 :  (dec[6]) ? 4'b0101 :  (dec[5]) ? 4'b0110 :  (dec[4]) ? 4'b0111 : 4'b1000;
        temp = (dec << num_zeroes - 1);   
        mant = temp[10:7];
        xBit = temp[6];
        exp = 4'b1000 - num_zeroes;
    end
endmodule
module FPCVT(D, S, E, F);
input [11:0] D;
output S;
output [2:0] E;
output [3:0] F;
    wire [10:0] signless;
    wire [3:0] significant;
    wire [2:0] firstExp;
    wire xBit;
ParseDec pd(D, signless, S);
CountLeadingZeroes clz(signless, firstExp, significant, xBit);
Rounding rounder(significant, xBit, firstExp, E, F);
endmodule
module ParseDec(dec, out, sign);
    input [11:0] dec;
    output reg [10:0] out;
    output reg sign;
    always @(*) begin
        sign = dec[11];
        out = sign ? ~dec[11:0] + 1 : dec[10:0];  
        if(dec == 12'b100000000000) begin
            out = 11'b11111111111;
        end
    end
endmodule
module Rounding(significant, xBit, inExp, exp, mant);
    input [3:0] significant;
    input xBit;
    input [2:0] inExp;
    output reg [2:0] exp;
    output reg [3:0] mant;
    reg[4:0] temp;
    reg[3:0] temp2;
    always @(*) begin
    temp = significant + xBit;
        mant = temp[4] ? 4'b0001 : temp[3:0];
        temp2 = inExp + temp[4];
        if(temp2[3]) begin
            exp = 3'b111;
            mant = 4'b1111;
        end else begin
            exp = temp2;
        end
    end
endmodule

===== design/flow/run.sh =====
#!/bin/bash
# OpenROAD 26Q1-2900-gdf79404cd8, Yosys 0.63+post, stock flow scripts
make -C /OpenROAD-flow-scripts/flow DESIGN_CONFIG=/design/flow/config.mk WORK_HOME=/design/flow/orfs finish

===== design/flow/config.mk =====
export PLATFORM = sky130hd
export DESIGN_NAME = FPCVT
export DESIGN_NICKNAME = FPCVT
export VERILOG_FILES = /design/flow/design.v
export SDC_FILE = /design/flow/constraint.sdc
export NUM_CORES = 4
export LEC_CHECK = 1
export CORE_AREA = 10 10 93 93
export DIE_AREA = 0 0 103 103

===== design/flow/constraint.sdc =====
current_design FPCVT

set clk_period 9.2
set clk_io_pct 0.2

create_clock -name clk0 -period $clk_period

set non_clock_inputs [all_inputs -no_clocks]
set_input_delay [expr $clk_period * $clk_io_pct] -clock clk0 $non_clock_inputs
set_output_delay [expr $clk_period * $clk_io_pct] -clock clk0 [all_outputs]

==> flow_summary.yaml <==
# implementation run metrics
route:
  drt-initial-drc-count: 147
  vias: 1330
  drc_errors: 0
  viasPerCell: 5.16
  diodes: 0
  routed_wl_mm: 3.29
  ant_nets: 0
  dr.pass1.iters: 4
  wl_per_cell_um: 12.8
floorplanning:
  io_pins: 20
  die_width_um: 103
  fp_util_pct: 15.9
  core_mm2: 0.00676
  rows: 30
  die_h_um: 103
  die_area_mm2: 0.0106
placement:
  gp_congestion: 0.873
  dp.final_hpwl_mm: 2.68
  dpl_cell_area_mm2: 0.00139
  port_buffers: 20
global_route:
  globalRouteTotalUtil_pct: 6.04
  grt_max_degree: 15
  antenna_found_initial: 0
  grt-ovfl-total: 0
  grt_pass1_wl_mm: 5.52
  first_global_vias: 1204
clock_network:
  ctsResizeCount: 0
  post_cts_buffers: 0
  cts_hold_buf: 0
yosys:
  syn_inst: 159
  yosysSeqAreaShare_pct: 0
  top_area_share_pct: 7.01
  yosysMostFrequentCell: "nor2_1"
  synthTopCellsByCount: "nor2_1, nand2_1, o21ai_0"
  yosysWarnings: 3
  top_cells_by_area: "ha_1, nand2b_1, o21ai_0"
  syn-cell-area_mm2: 0.00107
  synth_top_cell_by_area: "ha_1"
  ys_area_mm2: 0.00107
  ys_types: 56
  yosys_cells: 159
  avgSynthCellArea_um2: 6.74
job:
  log.warning_count: 32
  drv_cap: 0
final_timing:
  setup-tns-final_ns: 0
  finalHoldViolCount: 0
  finalClockPeriodUsage_pct: 95.5
  worst_slew_pin_slew_ns: 0.623
  finalMaxSlewViolations: 0
  rsz0062_at_grt: "no"
  fmax_mhz: 114
  setup_viol: 0
  relSlewSlack_pct: 58.2
  min_period_ns: 8.79
cells_and_area:
  seq_cell_count: 0
  syn_to_final_growth_pct: 31.2
  design_area_mm2: 0.00141
  n_fill_cell: 750
  flop_area_um2: 0
  clock_buffers: 0
  drive_above_1_share_pct: 9.55
worst_setup_path:
  path_max_fanout: 9
  crit_path_frequent_cell: "ha_1"
  crit_type: "in -> out"
  worstPathArrival_ns: 6.95
  path_cells: "clkdlybuf4s50_1 -> inv_1 -> ha_1 -> or3b_2 -> o31a_1 -> o21ai_1 -> o21a_1 -> nand2_1 -> inv_1 -> ha_2 -> a31oi_1 -> o21a_1 -> a32oi_2 -> a22oi_1 -> ha_1 -> and3b_1 -> ha_1 -> and3_1 -> or3_1 -> clkdlybuf4s50_1"
  worstPathRequired_ns: 7.36
  worstSetupStartpointType: "input pin"
  slowest_delay_ns: 0.50
  cp_slowest_cell: "or3b_2"
  end_kind: "output pin"
power:
  finalPower_uw: 119
  p_leak_uw: 0.000494
  vdd_drop_max_mv: 0.0178
  power_density_mw_per_mm2: 84.9
hold_path:
  holdCritPathClass: "in -> out"
status:
  status: "complete, no violations"
-- layer usage --
layer / track usage [%] / routed length [um] / vias up
met2: 11.5 / 1710 / 24
met4: 0.428 / 15 / 0
li1: - / - / 673
met1: 7.49 / 1470 / 631
met5: 0 / 0 / -
met3: 0.406 / 95 / 2
-- area by class of cell --
class | count | area [um^2] | share of cell area [%]
multi-input combinational | 144 | 1030 | 73.3
tap | 80 | 100 | 7.12
inverter | 8 | 30.0 | 2.14
timing repair buffer | 26 | 245 | 17.5
-- critical path, delay by kind of cell --
family | cells | cell delay, ns
fa+ha+maj | 4 | 1.09
buf+inv | 4 | 1.20
compound gates | 7 | 1.48
simple gates | 5 | 1.33
-- where the power goes --
group          switching [uW]  internal (uW)  leakage (uW)  total (uW)
clock network               0              0             0           0
logic                    55.3           63.9      0.000494         119
registers                   0              0             0           0
total                    55.3           63.9      0.000494         119
-- through the flow --
step	util, %	setup slack [ns]	hold slack, ns	instances
after floorplan	-	1.54	3.75	159
after global routing	20.8	0.0312	4.80	258
final	20.8	0.413	4.73	258
after detailed placement	20.5	0.370	4.73	258
after CTS	20.5	0.346	4.73	258
after global placement	20.5	0.428	4.74	258
-- kinds of logic after synthesis --
logic type / after synthesis / share of synthesized area, %
buffers and inverters: 15 / 5.72
adder cells (fa/ha/maj): 6 / 7.01
multiplexers: 1 / 1.40
AND-OR/OR-AND: 66 / 47.3
XOR/XNOR: 5 / 4.79
AND/OR/NAND/NOR: 66 / 33.8
-- cells in the final DEF, fill, tap and decap left out, drive strengths merged, types with 2 or more instances in the layout --
cell,instances
nor3,4
nand2,12
or2,2
o211ai,6
a311oi,3
a31oi,6
o21ai,13
a22oi,3
clkdlybuf4s50,20
and4,2
nand3,6
nand2b,8
a21oi,6
a21o,2
nor4,3
nor2,13
xnor2,4
or4,3
and3,2
buf,6
a211o,5
a211oi,6
inv,8
ha,6
o21a,4
or3,3
-- worst paths after layout --
kind / cells after the start / to / startpoint / slack (ns)
hold / removal: 2 / S / D[11] / 4.73
setup / recovery: 20 / F[0] / D[0] / 0.41
Power figures rest on the tool's default switching activity, not on a simulated workload.
