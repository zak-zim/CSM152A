**./constraint.sdc**
```tcl
current_design StopTop

set clk_period 4.5
set clk_io_pct 0.2

create_clock -name clk0 -period $clk_period [get_ports {clk}]

set non_clock_inputs [all_inputs -no_clocks]
set_input_delay [expr $clk_period * $clk_io_pct] -clock clk0 $non_clock_inputs
set_output_delay [expr $clk_period * $clk_io_pct] -clock clk0 [all_outputs]
```
**./run.sh**
```bash
#!/bin/bash
# OpenROAD 26Q1-2900-gdf79404cd8, Yosys 0.63+post, stock flow scripts
make -C /OpenROAD-flow-scripts/flow DESIGN_CONFIG=/design/flow/config.mk WORK_HOME=/design/flow/orfs finish
```
**./design.v**
```verilog
module StopController(clk, counterClk, adjClk, adj, pause, reset, sel, minute, second, en);
input clk, counterClk, adjClk, adj, pause, reset, sel;
output wire [5:0] minute;
output wire [5:0] second;
output wire [1:0] en;
parameter RUN = 2'b00;
parameter SET = 2'b01;
parameter MAX = 6'b111100;
reg [1:0] state;
reg [1:0] state_d;
reg [5:0] min;
reg [5:0] sec;
reg [5:0] min_d;
reg [5:0] sec_d;
reg paused = 0;
assign minute = min;
assign second = sec;
reg [1:0] blink;
reg [1:0] blink_d;
assign en = blink;
wire cntClk;
assign cntClk = (state == SET) ? adjClk : counterClk;
always@ (posedge pause) begin
    paused = ~paused;
end
always@(posedge clk) begin
    state <= state_d;
    blink <= blink_d;
end
always@ (posedge cntClk, posedge reset) begin
    if(reset) begin
        sec <= 6'b000000;
        min <= 6'b000000;
    end else begin
        sec <= sec_d;
        min <= min_d;
    end
end
always@ (*) begin
    case(state)
        RUN: begin
            blink_d = 2'b00;
            if(paused) begin
                sec_d = sec;
                min_d = min;
            end else begin
                if(sec == 59) begin
                    if(min == 59) begin
                          sec_d = 0;
                          min_d = 0;
                    end else begin
                        sec_d = 0;
                        min_d = min + 1;
                    end
                end else begin
                    sec_d = sec + 1;
                    min_d = min;
                end
            end
            if(adj) begin
                state_d = SET;
            end else begin
                state_d = RUN;
            end
        end
        SET: begin
            if(sel) begin
                blink_d = 2'b01;
            end else begin
                blink_d = 2'b10;
            end
            if(paused) begin
                sec_d = sec;
                min_d = min;
            end else begin
                if(~sel) begin
                    if(min == 59) begin
                        min_d = 0;
                    end else begin
                        min_d = min + 1;
                    end
                    sec_d = sec;
                end else begin
                    if(sec == 59) begin
                        sec_d = 0;
                    end else begin
                        sec_d = sec + 1;
                    end
                    min_d = min;
                end
            end
            if(~adj) begin
                state_d = RUN;
            end else begin
                state_d = SET;
            end
        end
        default: begin
            state_d = RUN;
            sec_d = sec;
            min_d = min;
            blink_d = 2'b00;
        end
    endcase
end
endmodule
module StopTop(reset, clk, sel, adj, pause, seg, an);
input reset;
input clk;
input sel;
input adj;
input pause;
output [6:0] seg;
output [3:0] an;
wire reset_clean;
wire pause_clean;
wire counterClk;
wire adjClk;
wire dispClk;
wire blinkClk;
wire [5:0] min;
wire [5:0] sec;
wire [1:0] blink_en;
db debon1(reset, dispClk, reset_clean);
db debon4(pause, dispClk, pause_clean);
clock clock(clk, counterClk, adjClk, dispClk, blinkClk);
StopController cont(clk, counterClk, adjClk, adj, pause_clean, reset_clean, sel, min, sec, blink_en);
sevsegdisp disp(dispClk, min, sec, (blink_en[0] & blinkClk), (blink_en[1] & blinkClk), seg, an);
endmodule
module clock(clk, countClk, adjClk, dispClk, blinkClk);
    input clk;
    output reg countClk = 0;
    output reg adjClk = 0;
    output reg dispClk = 0;
    output reg blinkClk = 0;
    reg[26:0] counter = 0;
    reg[26:0] counter_d = 0;
    reg[26:0] counter1 = 0;
    reg[26:0] counter1_d = 0;
    reg[26:0] counter2 = 0;
    reg[26:0] counter2_d = 0;
    reg[26:0] counter3 = 0;
    reg[26:0] counter3_d = 0;
    reg countClk_d = 0;
    reg adjClk_d =0;
    reg dispClk_d = 0;
    reg blinkClk_d = 0;
    always@ (posedge clk) begin
        counter <= counter_d;
        counter2 <= counter2_d;
        counter3 <= counter3_d;
        counter1 <= counter1_d;
        countClk <= countClk_d;
        adjClk <= adjClk_d;
        dispClk <= dispClk_d;
        blinkClk <= blinkClk_d;
    end
    always@ (*) begin
        if(counter1 == 49999999) begin
            counter1_d = 0;
            adjClk_d = ~adjClk;
        end else begin
            counter1_d = counter1 + 1;
        end
        if(counter2 < (100000000 / 400) / 2) begin
                dispClk_d = 1;
        end else begin
                dispClk_d = 0;
        end
        if(counter3 < (100000000 / 4) / 2) begin
                blinkClk_d = 1;
        end else begin
                blinkClk_d = 0;
        end
        if(counter2 == (100000000 / 400) - 1) begin
            counter2_d = 0;
        end else begin
            counter2_d = counter2 + 1;
        end
        if(counter3 == (100000000 / 4) - 1) begin
            counter3_d = 0;
        end else begin
            counter3_d = counter3 + 1;
        end
        if(counter == 99999999) begin
            counter_d = 0;
            countClk_d = ~countClk;
        end else begin
            counter_d = counter + 1;
        end
    end
endmodule
module db(sig_in, slow_clk, btn_valid);
input sig_in;
input slow_clk;
output btn_valid;
wire s1, s2, s3;
DFF mod1(sig_in, s1, slow_clk);
DFF mod2(s1, s2, slow_clk);
DFF mod3(s2, s3, slow_clk);
assign btn_valid = (!s2) & s3;
endmodule
module DFF(input p, output reg q, input slow_clk);
initial begin
q = 0;
end
always@ (posedge slow_clk) begin
	q <= p;
end
endmodule
module sevsegdisp(clk, min, sec, en1, en2, leds, Anode);
input clk;
input [5:0] min;
input [5:0] sec;
input en1;
input en2;
output reg [6:0] leds;
output reg [3:0] Anode;
reg [1:0] activate = 0;
reg [3:0] digit;
reg [1:0] timer;
initial begin
    activate = 0;
    digit = 4'b0000;
end
always@ (posedge clk) begin
    activate <= activate + 1;
end
always@ (*) begin
    case(activate)
        2'b00: begin
            Anode = 4'b0111;
            if(~en2) begin
                digit = min / 4'b1010;
            end else begin
                digit = 4'b1111;
            end
        end
        2'b01: begin
            Anode = 4'b1011;
            if(~en2) begin
                digit = min % 4'b1010;
            end else begin
                digit = 4'b1111;
            end
        end
        2'b10: begin
            Anode = 4'b1101;
            if(~en1) begin
                digit = sec / 4'b1010;
            end else begin
                digit = 4'b1111;
            end
        end
        2'b11: begin
            Anode = 4'b1110;
            if(~en1) begin
                digit = sec % 4'b1010;
            end else begin
                digit = 4'b1111;
            end
        end
        default: begin
            Anode = 4'b0111;
            digit = 4'b1111;
        end
     endcase
end
always@ (*) begin
    case(digit)
         4'b0000: leds = 7'b1000000;  
         4'b0001: leds = 7'b1111001; 
         4'b0010: leds = 7'b0100100;
         4'b0011: leds = 7'b0110000;
         4'b0100: leds = 7'b0011001;
         4'b0101: leds = 7'b0010010;
         4'b0110: leds = 7'b0000010;
         4'b0111: leds = 7'b1111000;
         4'b1000: leds = 7'b0000000;
         4'b1001: leds = 7'b0011000;
         4'b1111: leds = 7'b1111111;
         default: leds = 7'b0111111;
     endcase
end
endmodule
```
**./config.mk**
```make
export PLATFORM = sky130hd
export DESIGN_NAME = StopTop
export DESIGN_NICKNAME = StopTop
export VERILOG_FILES = /design/flow/design.v
export SDC_FILE = /design/flow/constraint.sdc
export NUM_CORES = 4
export LEC_CHECK = 1
export CORE_UTILIZATION = 50
```
==> impl_metrics.py <==
# Metrics from the implementation run
metrics = {
    "status": {
        "outcome": "finished, violations left",
        "violations": "setup timing",
    },
    "timing": {
        "hold_violations": 0,
        "layout_setup_ws_ns": -0.0296,
        "fmaxAchievable_mhz": 221,
        "max_slew.worst_pin.slew_ns": 0.953,
        "unclocked_regs": 23,
        "maxSlewViolCount": 0,
        "grt_setup_unrepaired": "true",
        "setup_violations": 2,
        "skew_ns": 0.00790,
        "maxSlewHeadroom_pct": 36.0,
        "untimed_endpoints": 29,
        "setup_tns_ns": -0.0371,
        "period_used_pct": 101,
        "fin_crit_ns": 4.53,
    },
    "cts": {
        "cts_tree": "done",
        "h-tree-depth": 4,
        "numCtsBuffers": 17,
        "cts-root-buf": "clkbuf_16",
        "clkLatencyLatePin_ns": 0.41,
        "clk_pin_slew_ns": 0.05,
        "clockBufferDepth": 2,
    },
    "yosys": {
        "area_leaders": "dfxtp_1 (37%), xor2_1 (7.0%), nor2_1 (5.3%), xnor2_1 (5.3%), dfrtp_1 (4.5%)",
        "yosys_warnings": 4,
        "async_flop_share_pct": 8.70,
        "synth.distinct_cells": 67,
        "top_cell_area_share_pct": 37.4,
        "edf_count": 0,
        "synthCells": 757,
        "netlist_area_um2": 6640,
        "ys_cells": 757,
        "ys.flops": 138,
        "syn-mean-instance-area_um2": 8.77,
        "ys_area_um2": 6640,
        "top_area_cell": "dfxtp_1",
        "synth_top_flop_cell": "dfxtp_1",
    },
    "worst_setup_path": {
        "worst-path-max-fanout": 4,
        "critPathBufInv": 4,
        "cp-end-kind": "output port",
        "r2r_start": "clock.counter[25]",
        "slowest_stage": "dfxtp_2",
        "cpLargestDelayFamily": "AND-OR/OR-AND gates",
        "criticalPathCategory": "flop to output port",
        "required_ns": 3.60,
        "arrival_ns": 3.63,
        "crit_chain": "buf_6 > a21bo_4 > mux2_4 > ha_4 > nand2_2 > o221ai_2 > o2bb2a_4 > a311o_1 > a311oi_2 > o21a_2 > buf_6 > buf_6 > o21ai_2 > mux2_4 > buf_6",
        "startpoint": "cont.blink[1]",
        "cp_common_cell": "buf_6",
        "max_stage_delay_ns": 0.32,
        "start_kind": "flop",
    },
    "finish": {
        "final_common_cell": "dfxtp_1",
        "fin_area_um2": 8020,
        "syn_to_final_growth_pct": 20.8,
        "drive_gt1_share_pct": 15.2,
        "final_cell_mix": "dfxtp_1 (122), nor2_1 (93), nand2_1 (76)",
        "final_cells": 996,
    },
    "route": {
        "wl_per_cell_um": 13.2,
        "drc": 0,
        "viasPerCell": 5.37,
        "drt_iter0_markers": 332,
        "drt.antenna.violating_nets": 0,
        "drt_wl_total_um": 13200,
        "vias": 5344,
        "antennaDiodeCount": 0,
        "drtPass1Iterations": 5,
    },
    "floorplan": {
        "die_y_um": 117,
        "initCoreUtil_pct": 52.0,
        "core_um2": 12800,
        "num_io_pins": 16,
        "die_x_um": 117,
        "die_area_um2": 13700,
        "num_rows": 41,
    },
    "placed_design": {
        "dpl.hpwl_um": 9070,
        "io_buffer_count": 15,
        "place_inst": 949,
        "place.gp.congestion": 0.841,
        "placed_area_um2": 7110,
    },
    "pwr": {
        "power_leakage_nw": 3.33,
        "power_density_nw_per_um2": 311,
        "finalPower_mw": 2.49,
        "irDropWorstVdd_v": 0.000328,
    },
    "hold_path": {
        "hold_class": "flop to flop",
        "hold_start": "clock.counter3[0]",
    },
    "global_route": {
        "grt_pass1_vias": 4781,
        "grt_pass1_wl_um": 22000,
        "track_usage_pct": 20.6,
        "antenna_found_initial": 0,
        "grt-ovfl-total": 0,
        "grt_max_degree": 18,
    },
    "run": {
        "drv_cap": 0,
        "warning_count": 36,
    },
}
==> logic make-up after synthesis <==
| group | after synthesis | synth area share [%] |
|---|---|---|
| AND/OR/NAND/NOR | 352 | 26.4 |
| buffers and inverters | 43 | 2.60 |
| multiplexers | 17 | 2.75 |
| XOR/XNOR | 93 | 12.3 |
| flip-flops | 136 | 41.9 |
| AND-OR/OR-AND | 94 | 9.88 |
| latches | 2 | 0.452 |
| adder cells (fa/ha/maj) | 20 | 3.77 |
==> sequential cells by signal (all words and copies together) (netlist names), 2 cells and up <==
| register | cells |
|---|---|
| cont.sec | 6 |
| cont.blink | 2 |
| cont.min | 6 |
| disp.activate | 2 |
| clock.counter1 | 27 |
| clock.counter2 | 27 |
| clock.counter | 27 |
| clock.counter3 | 27 |
==> per-stage QoR <==
stage | worst slack [ns] | hold slack (ns) | util (%)
after global placement | -0.0339 | 0.441 | 55.7
final | -0.0296 | 0.466 | 62.8
after global routing | -0.166 | 0.474 | 62.8
after detailed placement | -0.0878 | 0.448 | 55.7
after floorplan | 0.217 | 0.426 | -
after CTS | -0.142 | 0.466 | 62.0
==> worst register-to-register path: cells and delay by family, from the launching register on <==
kind                   cells  cell delay (ns)
and+or+nand+nor            4             2.01
DFF                        1             0.33
buffers and inverters      1             0.30
==> cells in the mapped netlist (4+ instances only) <==
| master | count |
|---|---|
| mux2i_1 | 10 |
| ha_1 | 20 |
| nand2b_1 | 12 |
| a21oi_1 | 14 |
| nor4_1 | 9 |
| inv_1 | 23 |
| a31oi_1 | 5 |
| dfrtp_1 | 12 |
| o211ai_1 | 6 |
| dfxtp_1 | 124 |
| nand4_1 | 24 |
| nor2b_1 | 18 |
| and3_1 | 17 |
| o31ai_1 | 4 |
| nor2_1 | 94 |
| clkbuf_1 | 16 |
| o21ai_0 | 26 |
| mux2_2 | 6 |
| a21o_1 | 5 |
| nand2_1 | 80 |
| and4_1 | 7 |
| or3_1 | 10 |
| xor2_1 | 53 |
| xnor2_1 | 40 |
| nand3_1 | 50 |
| nor3_1 | 13 |
==> what timing repair did <==
| action | CTS | global route |
|---|---|---|
| resized | 49 | 22 |
| setup endpoints to repair | 7 | 7 |
| buffers inserted | 11 | 5 |
| pin swaps | 20 | 13 |
| hold buffers | 0 | 0 |
==> worst paths after layout <==
kind                        to  slack [ns]  cells past startpoint
max                     seg[4]       -0.03                     15
min          clock.counter3[0]        0.47                      1
max reg2reg   clock.counter[5]        1.75                      5
min reg2reg  clock.counter3[0]        0.47                      1
==> power by group <==
part           internal, mW  switching, mW  leakage [nW]  total [mW]
registers              1.03        0.00844          1.17        1.04
clock network         0.886          0.464         0.291        1.35
logic                0.0591         0.0451          1.87       0.104
total                  1.97          0.518          3.33        2.49
==> per-layer routing <==
layer / GRT usage (%) / vias up / share of wire (%)
met1: 33.0 / 2501 / 51
met3: 3.30 / 8 / 3.8
met5: 0 / - / 0
met4: 2.28 / 0 / 0.94
met2: 31.6 / 84 / 44
li1: - / 2751 / -
==> area by class of cell <==
type                    instances  area (um^2)
clock buffers                  20          447
clock inverters                12          155
fillers                      1023         4760
inverters                      23         88.8
multi-input cells             576         3840
flip-flops and latches        138         2820
well taps                     172          215
repair buffers                 55          455
No activity file was given, so power comes from the tool's default toggle rates.
